### run.sh
#!/bin/bash
# OpenROAD 26Q1-2900-gdf79404cd8, Yosys 0.63+post, stock flow scripts
make -C /OpenROAD-flow-scripts/flow DESIGN_CONFIG=/design/flow/config.mk WORK_HOME=/design/flow/orfs finish
### design.v
module pbl1(
    input H, M, L, T, Us, Ua, clock,
    output Bs, Vs, Ve, Al, E, working, segA, segB, segC, segD, segE, segF, segG,
    output [3:0] seven_seg_digit,
    output [4:0] column,
    output [6:0] lines
);
    wire w0, w1, notL, notM, w4, w5, w6, w7, lowUs, lowUa, w10, w11, lowTemp, w13, w14, w15, w16, w17, notErro, notH;
    not Not0 (notL, L);
    not Not1 (notM, M);
    and And0 (w0, M, notL);
    and And1 (w1, H, notM);
    or Or0 (E, w0, w1);
    not Not2 (notErro, E);  
    not Not3 (notH, H);
    and And2 (w4, notH, notM, notL, notErro);
    and And3 (w5, notH, L, notErro);
    or Or1 (Ve, w4, w5);
    and And4 (w6, notH, notM, L);  
    and And5 (w7, notH, notM, notL);  
    or Or2 (Al, w6, w7, E);  
    not Not4 (lowUs, Us);
    not Not5 (lowUa, Ua);
    and And7 (w10, lowUs, lowUa);
    and And8 (w11, lowUs, Ua, T, M);
    or Or4 (w16, w10, w11);
    and And9 (Bs, w16, notErro);  
    not Not6 (lowTemp, T);
    and And10 (w13, lowUs, Ua, lowTemp);
    and And11 (w14, lowUs, Ua, T, notM, L);
    or Or5 (w17, w13, w14);
    and And12 (Vs, w17, notErro);  
    assign working = notErro;  
endmodule
module sistemaRega(
    input H, M, L, T, Us, Ua, clock,
    output Bs, Vs, Ve, Al, E, working, Ag, segA, segB, segC, segD, segE, segF, segG, led,
    output [3:0] seven_seg_digit,
    output [4:0] column,
    output [6:0] lines
);
    pbl1 combinational (
        .H(H), .M(M), .L(L), .T(T), .Us(Us), .Ua(Ua), .clock(clock),
        .Bs(Bs), .Vs(Vs), .Ve(Ve), .Al(Al), .E(E), .working(working),
        .segA(segA), .segB(segB), .segC(segC), .segD(segD), .segE(segE), .segF(segF), .segG(segG),
        .seven_seg_digit(seven_seg_digit), .column(column), .lines(lines)
    );
    state_machine mef (
        .H(H), .M(M), .L(L), .Bs(Bs), .Vs(Vs), .Ve(Ve), .Al(Al), .E(E),
        .working(working), .clock(clock), .Ag(Ag), .led(led)
    );
endmodule
module state_machine(
    input H, M, L, Bs, Vs, Ve, Al, E, working, clock,
    output reg Ag, led
);
    reg [2:0] state, next_state;
    parameter FILLING = 3'b000, FULL_BOX = 3'b001, SPRINKLER = 3'b010, DRIP = 3'b011, CLEANING = 3'b100, ERROR = 3'b101;
    initial begin
        state = FULL_BOX;   
        Ag = 0;
        led = 0;
    end
    always @(posedge clock or posedge E) begin
        if (E)
            state <= ERROR;
        else
            state <= next_state;
    end
    always @(*) begin
        case (state)
            FILLING: begin
                if (E) next_state = ERROR;
					 else if (H && !E) next_state = FULL_BOX;
                else next_state = FILLING;
            end
            FULL_BOX: begin
                if (Bs) next_state = SPRINKLER;
                else if (Vs) next_state = DRIP;
                else next_state = FULL_BOX;
            end
            SPRINKLER: begin
					 if(E) next_state = ERROR;
                else if (L && !E) next_state = CLEANING;
                else next_state = SPRINKLER;  
            end
            DRIP: begin
					 if(E) next_state = ERROR; 
                else if (L && !E) next_state = CLEANING;
                else next_state = DRIP;  
            end
            CLEANING: begin
                if (Ve) next_state = FILLING;
                else next_state = CLEANING;  
            end
            ERROR: begin
                if (!E) next_state = FILLING;
                else next_state = ERROR;
            end
            default: next_state = FILLING;
        endcase
    end
    always @(state) begin
        case (state)
            FILLING: begin
                Ag = 0;
                led = 0;
            end
            FULL_BOX: begin
                Ag = 0;
                led = 0;
            end
            SPRINKLER: begin
                Ag = 1;
                led = 1;
            end
            DRIP: begin
                Ag = 0;
                led = 0;
            end
            CLEANING: begin
                Ag = 0;
                led = 0;
            end
            ERROR: begin
                Ag = 0;
                led = 0;
            end
            default: begin
                Ag = 0;
                led = 0;
            end
        endcase
    end
endmodule
### config.mk
export PLATFORM = sky130hd
export DESIGN_NAME = sistemaRega
export DESIGN_NICKNAME = sistemaRega
export VERILOG_FILES = /design/flow/design.v
export SDC_FILE = /design/flow/constraint.sdc
export NUM_CORES = 4
export LEC_CHECK = 1
export CORE_AREA = 10 10 70 70
export DIE_AREA = 0 0 80 80
### constraint.sdc
current_design sistemaRega

set clk_period 1.5
set clk_io_pct 0.2

create_clock -name clk0 -period $clk_period [get_ports {clock}]

set non_clock_inputs [all_inputs -no_clocks]
set_input_delay [expr $clk_period * $clk_io_pct] -clock clk0 $non_clock_inputs
set_output_delay [expr $clk_period * $clk_io_pct] -clock clk0 [all_outputs]
==> results.cfg <==
; flow metrics
[global_routing]
antenna_found_initial = 0
grt.overflow.total = 0
grt_max_degree = 10
grt_pass1_vias = 504
grt_pass1_wl_um = 2210
grt_use_total_pct = 4.05

[setup_path]
path_delay_family = buffers and inverters
cp.required_ns = 1.20
critical-path-slowest-cell = o32a_1
path_buffers = 3
crit_path_start_kind = input port
arrival_ns = 1.16
worstSetupPathType = in -> out
cp_cell_sequence = buf_6 -> buf_4 -> o32a_1 -> nor2_1 -> clkdlybuf4s15_1
critPathMaxFanout = 8
critPathMaxStageDelay_ns = 0.34
worst_setup_path_end_kind = output port

[clocking]
cts_tree = done
hold_buffers = 0
cts.sinks = 3
cts_max_level = 1
worstSkewPairLatency_ns = 0.23
clk_pin_slew_ns = 0.03
clk_root_buffer_cell = clkbuf_4
clockBufferDepth = 2
numCtsBuffers = 3

[detailed_routing]
dr_wl_met3_um = 73
antenna_cells = 0
route.detailed.drc = 0
wl_met2_um = 693
wl_met1_um = 644
wl_per_cell_um = 9.93
antenna_left = 0
drt-total-wl_um = 1410
via_count = 493
drtIter0Drc = 94
via_per_inst = 3.47
drt_pass1_iterations = 5
top_layer = met3

[final_timing]
skew_ns = 0.000770
rsz0062_at_grt = yes
final.min_clock_period_ns = 1.46
fmax_ghz = 0.684
setup_viol = 0
finalHoldViolations = 0
timing.hold.ws_ns = 0.219
drv_slew = 0
period_used_pct = 97.4
fin_setup_tns_ns = 0

[floorplan]
num_io_pins = 38
core_area_mm2 = 0.00342
core.rowCount = 21
fp.dieW_um = 80
chipArea_mm2 = 0.00640
fp_util_pct = 15.8
die_y_um = 80

[logic_synthesis]
yosys_area_um2 = 539
avgSynthCellArea_um2 = 7.82
synth_cell_type_count = 30
ys_seq_share_pct = 14.4
ys_cells = 69
syn_inst = 69
yosys_warnings = 24
synthesis.area_um2 = 539
numSynthFlops = 3

[placed_design]
gp_congestion = 0.782
port_buffers = 14
place_hpwl_um = 1200

[final_layout]
regMostFlops = mef.state
top_regs = mef.state (3)
areaGrowthSynthToFinish_pct = 41.8
drive_gt1_share_pct = 32.3
largest_register_ffs = 3

[hold_path]
hold_class = in -> async

[flow_run]
cap_violations = 0
log.warning_count = 26

[outcome]
status = completed

[pwr]
pwr_density_cell_mw_per_mm2 = 853
leakagePower_nw = 0.368
ir_worst_vdd_uv = 206
[cells in the mapped netlist, drive strengths merged]
| library cell | number | area, µm² |
|---|---|---|
| o32a | 1 | 10.0 |
| o21a | 1 | 8.76 |
| a21oi | 3 | 15.0 |
| o41ai | 1 | 8.76 |
| dfrtp | 1 | 25.0 |
| a21o | 1 | 7.51 |
| nand2 | 2 | 7.51 |
| nor2 | 3 | 11.3 |
| nor4bb | 1 | 10.0 |
| nor2b | 3 | 18.8 |
| inv | 3 | 11.3 |
| a211o | 1 | 8.76 |
| mux2i | 1 | 10.0 |
| buf | 28 | 209 |
| nand2b | 1 | 6.26 |
| conb | 1 | 3.75 |
| mux2 | 1 | 11.3 |
| dfstp | 2 | 52.6 |
| a31oi | 1 | 6.26 |
| o31ai | 1 | 7.51 |
| o211ai | 1 | 7.51 |
| nor3 | 5 | 30.0 |
| a32oi | 1 | 8.76 |
| o221ai | 1 | 8.76 |
| nor3b | 4 | 35.0 |
[layout make-up]
cell class                      instances  area [µm²]
Sequential cell                         3        77.6
Timing Repair Buffer                   29         243
Multi-Input combinational cell         57         349
Clock buffer                            4        26.3
Fill cell                             387        2650
Inverter                                3        11.3
Tap cell                               46        57.6
[power breakdown]
part	total, mW	switching [mW]	internal [mW]
Sequential	0.160	0.0294	0.131
Clock	0.140	0.0408	0.0996
Combinational	0.351	0.155	0.196
Total	0.652	0.225	0.427
[per-layer routing]
| metal | global-route usage, % | up-vias |
|---|---|---|
| li1 | - | 246 |
| met1 | 5.39 | 223 |
| met2 | 6.58 | 24 |
| met3 | 0.909 | 0 |
| met4 | 0.704 | 0 |
| met5 | 0 | - |
[cell usage in the layout, fill, tap and decap left out, types with 2 or more instances in the layout]
master / netlist / routed
nor3b_2: 1 / 2
inv_1: 2 / 2
a21oi_1: 3 / 3
clkbuf_4: 0 / 3
dfstp_2: 2 / 2
nor2_1: 3 / 3
buf_4: 25 / 15
conb_1: 1 / 23
nor2b_1: 3 / 3
nor3_1: 4 / 3
buf_2: 2 / 2
clkdlybuf4s50_1: 0 / 4
nor3b_1: 3 / 2
clkdlybuf4s15_1: 0 / 3
dlygate4sd2_1: 0 / 3
[kinds of logic (layout without fill, tap and decap cells)]
group	after synthesis	count (layout)	share of synthesized area [%]
multiplexers	2	2	3.94
buffers and inverters	31	36	40.8
AND/OR/NAND/NOR	19	19	22.0
AND-OR/OR-AND	13	13	18.1
other	1	23	0.695
flip-flops	3	3	14.4
[tightest hold or removal path: stages]
cell     delay (ns)
buf_6          0.11
nand2_2        0.08
o21a_4         0.13
inv_2          0.05
buf_4          0.11
[worst paths after layout]
check / startpoint / end / slack, ns / cells past startpoint
max: M / Bs / 0.04 / 5
min: M / mef.state[1] / 0.22 / 5
max reg2reg: mef.state[0] / mef.state[0] / 0.11 / 4
min reg2reg: mef.state[1] / mef.state[2] / 0.66 / 3
max in group asynchronous: H / mef.state[2] / 1.04 / 4
min in group clk0: L / mef.state[2] / 0.41 / 3
[repair_timing]
item	4_1_cts	5_1_grt
pin swaps	5	1
endpoints found under the setup margin	8	3
buffers inserted	0	0
resized	26	3
[per-stage QoR]
stage / total power [mW] / instances / utilization, % / area, µm² / worst slack, ns
global placement: 0.503 / 138 / 21.2 / 723 / -0.746
floorplan: 0.402 / 91 / - / 622 / 0.302
global route: 0.716 / 142 / 22.4 / 764 / -0.0211
CTS: 0.663 / 142 / 22.1 / 756 / 0.000139
detailed placement: 0.500 / 138 / 21.2 / 723 / -0.738
finish: 0.652 / 142 / 22.4 / 764 / 0.0388
Power is estimated from default activity; no workload was simulated.
